<file path="flow/constraint.sdc">
current_design instraw_LCD

set clk_period 4.3
set clk_io_pct 0.2

create_clock -name clk0 -period $clk_period [get_ports {clk_1MHz}]

set non_clock_inputs [all_inputs -no_clocks]
set_input_delay [expr $clk_period * $clk_io_pct] -clock clk0 $non_clock_inputs
set_output_delay [expr $clk_period * $clk_io_pct] -clock clk0 [all_outputs]
</file>
<file path="flow/config.mk">
export PLATFORM = sky130hd
export DESIGN_NAME = instraw_LCD
export DESIGN_NICKNAME = instraw_LCD
export VERILOG_FILES = /design/flow/design.v
export SDC_FILE = /design/flow/constraint.sdc
export NUM_CORES = 4
export LEC_CHECK = 1
export CORE_UTILIZATION = 50
</file>
<file path="flow/design.v">
module instraw_LCD (
    input wire clk_1MHz,  
    input wire rst,
    input wire [3:0] Din,
    output reg lcd_rs,                
    output reg lcd_rw,                
    output reg lcd_en,                 
    output reg [7:0] lcd_data     
);
    reg [15:0] state = 0;
    reg [7:0] line1_data [15:0];
    reg [7:0] line2_data [15:0];
    reg [3:0] pos = 0;
    reg [15:0] lcd_count = 0;
    initial begin
        state = 0;
        lcd_count = 0;
        pos = 0;
        line1_data[0] = 8'h20;
        line1_data[1] = 8'h20;
        line1_data[2] = 8'h20;
        line1_data[3] = 8'h20;
        line1_data[4] = 8'h20;   
        line1_data[5] = 8'h20;   
        line1_data[6] = 8'h58;   
        line1_data[7] = 8'h4f;   
        line1_data[8] = 8'h52;   
        line1_data[9] = 8'h20;   
        line1_data[10] = 8'h20;  
        line1_data[11] = 8'h20;  
        line1_data[12] = 8'h20;
        line1_data[13] = 8'h20;
        line1_data[14] = 8'h20;
        line1_data[15] = 8'h20;
        line2_data[0] = 8'h20;
        line2_data[1] = 8'h20;   
        line2_data[2] = 8'h20;   
        line2_data[3] = 8'h20;   
        line2_data[4] = 8'h20;   
        line2_data[5] = 8'h20;   
        line2_data[6] = 8'h20;   
        line2_data[7] = 8'h20;   
        line2_data[8] = 8'h20;   
        line2_data[9] = 8'h20;   
        line2_data[10] = 8'h20;  
        line2_data[11] = 8'h20;  
        line2_data[12] = 8'h20;  
        line2_data[13] = 8'h20;  
        line2_data[14] = 8'h20;  
        line2_data[15] = 8'h20;
    end
    always @(posedge clk_1MHz or posedge rst) begin
        if(rst) begin
            state = 0;
            lcd_count = 0;
            pos = 0;
            line1_data[0] = 8'h20;
            line1_data[1] = 8'h20;
            line1_data[2] = 8'h20;
            line1_data[3] = 8'h20;
            line1_data[4] = 8'h20;   
            line1_data[5] = 8'h20;   
            line1_data[6] = 8'h58;   
            line1_data[7] = 8'h4f;   
            line1_data[8] = 8'h52;   
            line1_data[9] = 8'h20;   
            line1_data[10] = 8'h20;  
            line1_data[11] = 8'h20;  
            line1_data[12] = 8'h20;
            line1_data[13] = 8'h20;
            line1_data[14] = 8'h20;
            line1_data[15] = 8'h20;
            line2_data[0] = 8'h20;
            line2_data[1] = 8'h20;   
            line2_data[2] = 8'h20;   
            line2_data[3] = 8'h20;   
            line2_data[4] = 8'h20;   
            line2_data[5] = 8'h20;   
            line2_data[6] = 8'h20;   
            line2_data[7] = 8'h20;   
            line2_data[8] = 8'h20;   
            line2_data[9] = 8'h20;   
            line2_data[10] = 8'h20;  
            line2_data[11] = 8'h20;  
            line2_data[12] = 8'h20;  
            line2_data[13] = 8'h20;  
            line2_data[14] = 8'h20;  
            line2_data[15] = 8'h20;
        end
        else begin
            if(Din == 4'b0001) begin
                line1_data[0] = 8'h20;
                line1_data[1] = 8'h20;
                line1_data[2] = 8'h20;
                line1_data[3] = 8'h20;
                line1_data[4] = 8'h20;   
                line1_data[5] = 8'h20;   
                line1_data[6] = 8'h58;   
                line1_data[7] = 8'h4f;   
                line1_data[8] = 8'h52;   
                line1_data[9] = 8'h20;   
                line1_data[10] = 8'h20;  
                line1_data[11] = 8'h20;  
                line1_data[12] = 8'h20;
                line1_data[13] = 8'h20;
                line1_data[14] = 8'h20;
                line1_data[15] = 8'h20;
                line2_data[0] = 8'h20;
                line2_data[1] = 8'h20;   
                line2_data[2] = 8'h20;   
                line2_data[3] = 8'h20;   
                line2_data[4] = 8'h20;   
                line2_data[5] = 8'h20;   
                line2_data[6] = 8'h20;   
                line2_data[7] = 8'h20;   
                line2_data[8] = 8'h20;   
                line2_data[9] = 8'h20;   
                line2_data[10] = 8'h20;  
                line2_data[11] = 8'h20;  
                line2_data[12] = 8'h20;  
                line2_data[13] = 8'h20;  
                line2_data[14] = 8'h20;  
                line2_data[15] = 8'h20;
            end
            else if(Din == 4'b0010) begin
                line1_data[0] = 8'h20;
                line1_data[1] = 8'h20;
                line1_data[2] = 8'h20;
                line1_data[3] = 8'h20;
                line1_data[4] = 8'h20;   
                line1_data[5] = 8'h20;   
                line1_data[6] = 8'h4c;   
                line1_data[7] = 8'h45;   
                line1_data[8] = 8'h41;   
                line1_data[9] = 8'h20;   
                line1_data[10] = 8'h20;  
                line1_data[11] = 8'h20;  
                line1_data[12] = 8'h20;
                line1_data[13] = 8'h20;
                line1_data[14] = 8'h20;
                line1_data[15] = 8'h20;
                line2_data[0] = 8'h20;
                line2_data[1] = 8'h20;   
                line2_data[2] = 8'h20;   
                line2_data[3] = 8'h20;   
                line2_data[4] = 8'h20;   
                line2_data[5] = 8'h20;   
                line2_data[6] = 8'h20;   
                line2_data[7] = 8'h20;   
                line2_data[8] = 8'h20;   
                line2_data[9] = 8'h20;   
                line2_data[10] = 8'h20;  
                line2_data[11] = 8'h20;  
                line2_data[12] = 8'h20;  
                line2_data[13] = 8'h20;  
                line2_data[14] = 8'h20;  
                line2_data[15] = 8'h20;
            end
            case(state)
                0: begin
                    lcd_en <= 1;
                    lcd_rs = 1'b0; lcd_rw = 1'b0;   lcd_data = 8'b00000001;
                    if(lcd_count<500) begin
                        lcd_count = lcd_count + 1;
                    end
                    else begin
                        state <= 1;
                        lcd_count = 0;
                    end
                end
                1: begin
                    lcd_en <= 0;
                    if(lcd_count<500) begin
                        lcd_count = lcd_count + 1;
                    end
                    else begin
                        state <= 2;
                        lcd_count = 0;
                    end
                end
                2: begin
                    lcd_rs = 1'b0;    lcd_rw = 1'b0;    lcd_data = 8'b00001100;
                    lcd_en <= 1;
                    if(lcd_count<500) begin
                        lcd_count = lcd_count + 1;
                    end
                    else begin
                        state <= 3;
                        lcd_count = 0;
                    end
                end
                3: begin
                    lcd_en <= 0;
                    if(lcd_count<500) begin
                        lcd_count = lcd_count + 1;
                    end
                    else begin
                        state <= 4;
                        lcd_count = 0;
                    end
                end
                4: begin
                    lcd_rs = 1'b0;    lcd_rw = 1'b0;    lcd_data = 8'b00111000;
                    lcd_en <= 1;
                    if(lcd_count<500) begin
                        lcd_count = lcd_count + 1;
                    end
                    else begin
                        state <= 5;
                        lcd_count = 0;
                    end
                end
                5: begin
                    lcd_en <= 0;
                    if(lcd_count<500) begin
                        lcd_count = lcd_count + 1;
                    end
                    else begin
                        state <= 6;
                        lcd_count = 0;
                    end
                end
                6: begin
                    lcd_rs <= 1'b0;    lcd_rw <= 1'b0;    lcd_data <= 8'b00000101;
                    lcd_en <= 1;
                    if(lcd_count<500) begin
                        lcd_count = lcd_count + 1;
                    end
                    else begin
                        state <= 7;
                        lcd_count = 0;
                    end
                end
                7: begin
                    lcd_en <= 0;
                    if(lcd_count<500) begin
                        lcd_count = lcd_count + 1;
                    end
                    else begin
                        state <= 8;
                        lcd_count = 0;
                    end
                end
                8: begin
                    lcd_rs <= 1'b0;    lcd_rw <= 1'b0;    lcd_data <= 8'b00000110;
                    lcd_en <= 1;
                    if(lcd_count<500) begin
                        lcd_count = lcd_count + 1;
                    end
                    else begin
                        state <= 9;
                        lcd_count = 0;
                    end
                end
                9: begin
                    lcd_en <= 0;
                    if(lcd_count<500) begin
                        lcd_count = lcd_count + 1;
                    end
                    else begin
                        state <= 10;
                        lcd_count = 0;
                    end
                end
                10: begin
                    lcd_data <= (8'h80 | pos);
                    lcd_rs <= 0;  
                    lcd_en <= 1;  
                    if(lcd_count<500) begin
                        lcd_count = lcd_count + 1;
                    end
                    else begin
                        state <= 11;
                        lcd_count = 0;
                    end
                end
                11: begin
                    lcd_en <= 0;
                    if(lcd_count<500) begin
                        lcd_count = lcd_count + 1;
                    end
                    else begin
                        state <= 12;
                        lcd_count = 0;
                    end
                end
                12: begin
                    lcd_data <= line1_data[pos];  
                    lcd_rs <= 1;  
                    lcd_en <= 1;  
                    if(lcd_count<500) begin
                        lcd_count = lcd_count + 1;
                    end
                    else begin
                        state <= 13;
                        lcd_count = 0;
                    end
                end
                13: begin
                    lcd_en <= 0;
                    if(lcd_count<500) begin
                        lcd_count = lcd_count + 1;
                    end
                    else begin
                        lcd_count = 0;
                        if(pos<15) begin
                            pos = pos + 1;
                            state <= 10;
                        end
                        else begin
                            pos = 0;
                            state <= 14;
                        end
                    end
                end
                14: begin
                    lcd_data <= (8'b11000000 | pos);
                    lcd_rs <= 0;  
                    lcd_en <= 1;  
                    if(lcd_count<500) begin
                        lcd_count = lcd_count + 1;
                    end
                    else begin
                        state <= 15;
                        lcd_count = 0;
                    end
                end
                15: begin
                    lcd_en <= 0;
                    if(lcd_count<500) begin
                        lcd_count = lcd_count + 1;
                    end
                    else begin
                        state <= 16;
                        lcd_count = 0;
                    end
                end
                16: begin
                    lcd_data <= line2_data[pos];  
                    lcd_rs <= 1;  
                    lcd_en <= 1;  
                    if(lcd_count<500) begin
                        lcd_count = lcd_count + 1;
                    end
                    else begin
                        state <= 17;
                        lcd_count = 0;
                    end
                end
                17: begin
                    lcd_en <= 0;
                    if(lcd_count<500) begin
                        lcd_count = lcd_count + 1;
                    end
                    else begin
                        if(pos<15) begin
                            pos = pos + 1;
                            state <= 14;
                        end
                        else begin
                            pos = 0;
                            state <= 10;
                        end
                        lcd_count = 0;
                    end
                end
            endcase
        end
    end
endmodule
</file>
<file path="flow/run.sh">
#!/bin/bash
# OpenROAD 26Q1-2900-gdf79404cd8, Yosys 0.63+post, stock flow scripts
make -C /OpenROAD-flow-scripts/flow DESIGN_CONFIG=/design/flow/config.mk WORK_HOME=/design/flow/orfs finish
</file>
==> run summary <==
On the backend side, the flow ran end to end.

The floorplan die area stands at 25470 sq um. The number of buffers inserted during clock tree synthesis stands at 34. The synthesis report lists the Yosys warning total as 3. Tracing the worst setup path back leads to its startpoint at pos[0].

Yosys reported that registers with async set or reset make up 96.56%. The clock drives slightly below 300 sinks. Yosys mapped a number of flops with a built-in enable equal to 10.

The final wirelength stands at 29920 um. The areal power density over the cells stands at 404.5 nW/um^2. The worst setup path is of the register to register kind. The initial utilization of the core area, before any placement, comes to 51.06%. After Yosys synthesis, full adders, half adders and majority gates account for 0.5038% of the synthesized area.

Derived from the worst setup path, the maximum achievable clock frequency is 0.3031 GHz. In this run, the synthesized area fraction spent on AND-OR/OR-AND gates is recorded as 13.60%. The fraction of layout cells with a size suffix above 1 stands at between 10 and 15%. The synthesized netlist handed to floorplanning was reported with a cell count of 1104. STA classifies the critical path startpoint as a register. The worst setup path is captured at a register. The synthesized netlist occupies a cell area of 12420 sq um. The initialized floorplan defines ~57 standard-cell rows. Per the detail_route report, DRC violations left total 0. The total instance count after detailed placement stands at 1391. Entering global routing, the biggest net connects 120 pins.

The number of gates on the worst path with buffers counted stands at 9. The number of cells on the worst hold path stands at 1. Per STA, the worst path is made up of inv_1, ha_2, buf_4, nor2b_1, nand2_1, o21a_1, a31oi_1, a2111oi_1, o311ai_1. Each instance of the synthesized netlist takes up on average 11.25 sq um.

The floorplan report gives the top-level pin count as 17. The initial antenna violation count stands at 0. Looking at the worst setup and hold paths, the clock pins of their registers show a slew of 0.06 ns.

Setup repair after global routing left no endpoint under its margin. Per STA, the worst path accumulates the most delay in the family AND-OR/OR-AND gates. The worst setup timing slack at the placement stage stands at ~0.75 ns. The stage logs contain a warning count of 33. The share of the clock period used by the worst path stands at 76.71%. The share of the Yosys chip area taken by registers is 59.45%. The count of H-tree levels built during CTS stands at 2.

The area fraction in mux cells stands at around 1.7%. The worst register-to-register path begins at pos[0]. The total cell area reported by yosys after synthesis stands at 12420 sq um. The number of buffers and inverters on the critical path is 2. The script logs the ratio of routed vias to standard cells as 5.602. The number of buffers on the longest clock path stands at 3.

From bottom edge to top edge, the die measures 159.6 um. Data on the critical path arrives at its endpoint at 3.62 ns. The peak fanout along the critical path stands at 29.

In the synthesized netlist the dominant register cell turns out to be sky130_fd_sc_hd__dfrtp_1. The data required time of the critical path stands at 4.62 ns. The final timing report lists a hold violation count of 0.

The placed wire-length estimate stands at 18380 um. The transition time recorded at the tightest slew-check pin is 0.9338 ns. Detailed placement reports a standard cell area of 12820 sq um. The worst register-to-register path has a depth of 9.

Among all stages on the critical path, the largest delay is contributed by sky130_fd_sc_hd__ha_2. Subtracting the final worst setup slack from the clock period gives 3.299 ns. The first global-routing pass estimated 48820 um of wire. The placer's final routability congestion estimate stands at 0.8981.

Hold repair after CTS inserted 0 buffers. The average wire per standard cell stands at 20.59 um. The core area stands at 24320 sq um. By area, the combinational part of the netlist is dominated by simple AND/OR/NAND/NOR gates. The unique cell type count in the Yosys netlist stands at 75.

In the post-route analysis, the smallest setup slack over all paths is roughly 1 ns. The tree is rooted in a sky130_fd_sc_hd__clkbuf_16. The total count of max-transition violations in the final report stands at 0. For this run, the slowest stage of the critical path takes 0.55 ns. The flow ran to the end, and the final reports show no timing, DRC or antenna violations. Endpoints with negative setup slack in the final report add up to 0. The number of cells reported by Yosys stat comes to 1104.

The power report puts the leakage power at 6.224 nW. The maximum VDD drop stands at between 200 and 300 uV. For this run, the number of standard cells in the final layout without fillers is 1453.

The clock insertion delay at the later pin of the skew report stands at 0.51 ns. Once the clock tree was built, the resizer swapped 0 gates to a different size. Per the slew report, the remaining headroom to the max-slew limit stands at 37.47%. Per the detail_route report, the via count comes to 8140. The global router's overall resource usage stands at 26.27%.

In the layout the commonest cells are 239 x sky130_fd_sc_hd__dfrtp_1, 220 x sky130_fd_sc_hd__and2_1, 59 x sky130_fd_sc_hd__nor2_1. The detail route stage leaves a number of antenna-violating nets equal to 0. TritonCTS built the clock tree. Detailed-route iteration 0 reported a violation count of 774.

Of the total synthesized cell area, the portion taken by XOR and XNOR cells is 0.5643%. The area growth from synthesis to layout stands at 11.89%. The post-synthesis share of cell area spent on and, or, nand and nor gates stands at 20.64%. The post-CTS repair timing setup buffer count stands at 0.

The width of the die stands at 159.6 um. Across the run, the number of max-cap violations was 0. The summed area of non-filler cells in the final layout stands at 13890 sq um. Note that the worst hold path type here is register to register. The most common logic cell in the final layout is sky130_fd_sc_hd__dfrtp_1. The total inserted antenna cells stands at 0.

Per the synth log, the flip-flop and latch total comes to approximately 290. For this run the aggregate overflow at the end of global routing stands at 0. The number of global-route vias before repair stands at ~8.3k. The clock skew after layout stands at 0.01344 ns. The buffer_ports step reported a buffer count of 15. The worst hold path begins at line2_data[14][3].

The first detailed-routing pass took 5 iterations.
==> report_power, final <==
| group | internal, mW | switching, mW |
|---|---|---|
| sequential | 2.77 | 0.00457 |
| combinational | 0.0245 | 0.0995 |
| clock | 1.61 | 1.11 |
| total | 4.40 | 1.22 |
==> logic make-up (layout without fill, tap and decap cells) <==
family,Yosys count,after routing
flops,291,291
other cells,1,1
fa+ha+maj,5,5
mux,19,19
simple gates,454,454
compound gates,236,236
buf+inv,90,115
xor+xnor,8,8
==> registers in the layout, indices dropped and copies added (netlist names) <==
signal,flops
lcd_rs,1
lcd_count,16
line2_data,128
line1_data,128
state,5
pos,4
lcd_data,8
lcd_en,1
==> metal layers <==
metal	up-vias	global-route usage (%)	routed length, um
met5	-	0	0
met4	0	4.414	578
met3	41	8.852	2394
met2	215	35.53	12700
met1	3974	44.46	14240
li1	3910	-	-
==> area by class of cell <==
class	count	area, sq um
Fill cell	1985	10430
Tap cell	324	405.4
Inverter	10	41.29
Clock inverter	10	72.57
Timing Repair Buffer	43	385.4
Sequential cell	291	7385
Multi-Input combinational cell	723	4606
Clock buffer	52	998.5
==> through the flow <==
stage	utilization, %	hold slack, ns	power, mW	setup TNS, ns
after floorplan	-	0.4443	2.903	-59.92
after global placement	52.72	0.4621	2.949	0
after detailed placement	52.72	0.4640	2.947	0
after CTS	57.13	0.4771	5.699	0
after global routing	57.13	0.4893	5.821	0
final	57.13	0.4788	5.620	0
==> worst register-to-register path, delay by kind of cell, from the launching register on <==
family	cells	cell delay, ns
AND-OR/OR-AND	4	0.82
adder cells (fa/ha/maj)	1	0.56
buffers and inverters	2	0.65
flip-flops	1	0.43
AND/OR/NAND/NOR	2	0.65
==> Yosys cell counts (all sizes together), types with 24 or more instances <==
master | instances | area (sq um)
nand2b | 41 | 256.5
a221oi | 24 | 216.5
a21oi | 35 | 175.2
and2 | 222 | 1389
dfrtp | 241 | 6031
clkbuf | 37 | 138.9
a22oi | 26 | 200.2
buf | 43 | 265.3
nor2 | 61 | 234.0
o21ai | 39 | 195.2
dfstp | 40 | 1051
nand2 | 49 | 183.9
==> path summary, 6_finish.rpt <==
check	endpoint	slack, ns
max	lcd_data[4]	1.00
min	line2_data[14][3]	0.48
max reg2reg	lcd_data[4]	1.00
min reg2reg	line2_data[14][3]	0.48
max in group asynchronous	pos[3]	2.73
min in group asynchronous	line2_data[0][7]	0.98
Power and IR drop assume default switching activity.
